### /design/flow/run.sh
#!/bin/bash
# OpenROAD 26Q1-2900-gdf79404cd8, Yosys 0.63+post, stock flow scripts
make -C /OpenROAD-flow-scripts/flow DESIGN_CONFIG=/design/flow/config.mk WORK_HOME=/design/flow/orfs finish
### /design/flow/config.mk
export PLATFORM = sky130hd
export DESIGN_NAME = fulladder32
export DESIGN_NICKNAME = fulladder32
export VERILOG_FILES = /design/flow/design.v
export SDC_FILE = /design/flow/constraint.sdc
export NUM_CORES = 4
export LEC_CHECK = 1
export CORE_AREA = 10 10 101 101
export DIE_AREA = 0 0 111 111
### /design/flow/constraint.sdc
current_design fulladder32

set clk_period 12.0
set clk_io_pct 0.2

create_clock -name clk0 -period $clk_period

set non_clock_inputs [all_inputs -no_clocks]
set_input_delay [expr $clk_period * $clk_io_pct] -clock clk0 $non_clock_inputs
set_output_delay [expr $clk_period * $clk_io_pct] -clock clk0 [all_outputs]
### /design/flow/design.v
module fulladder(
    input logic a_i,
    input logic b_i,
    input logic carry_i,
    output logic sum_o,
    output logic carry_o
);
    assign sum_o = (a_i ^ b_i) ^ carry_i;
    assign carry_o = ((a_i & carry_i) | (a_i & b_i)) | (b_i & carry_i); 
endmodule
module fulladder32(
    input logic [31:0] a_i,
    input logic [31:0] b_i,
    input logic carry_i,
    output logic carry_o,
    output logic [31:0] sum_o
);
logic [32:0] c;
assign c[0] = carry_i;
assign carry_o = c[32];
genvar i;
generate
        for (i = 0; i < 32; i=i+1) begin : newgen
                fulladder adder (
                    .a_i(a_i[i]),
                    .b_i(b_i[i]),
                    .carry_i(c[i]),
                    .carry_o(c[i+1]),
                    .sum_o(sum_o[i])
                );
        end
endgenerate        
endmodule
==> results.json <==
{
  "status": "complete, but fails checks",
  "violations": "negative setup slack",
  "wl_mm": 3.125,
  "ir_drop_v": 0.00001404,
  "final_hold_viol_count": 0,
  "grt_pass1_wl_mm": 4.995,
  "end_kind": "output pin",
  "hpwl_mm": 3.136,
  "p_seq_share_pct": 0,
  "intPower_mw": 0.06008,
  "die_w_um": 111,
  "dr_total_vias": 727,
  "crit_fanout": 1,
  "seq_cells": 0,
  "start_kind": "input port",
  "synth_cell_type_count": 3,
  "post-cts-setup-buffers": 0,
  "syn_area_per_cell_um2": 12.41,
  "boundaryPins": 98,
  "fin_area_um2": 1826,
  "drt_iter0_drc": 11,
  "pwr-share-clk_pct": 0,
  "max_slew_margin_pct": 91.80,
  "cts.hold.buffers_added": 0,
  "p_leak_nw": 0.6541,
  "netlist_area_um2": 918.4,
  "firstDrtPassIters": 2,
  "grt_pass1_vias": 953,
  "power.switching_mw": 0.02497,
  "die_height_um": 111,
  "crit_end": "carry_o",
  "crit_slowest_cell": "clkdlybuf4s50_1",
  "tightest_slew_ns": 0.1226,
  "design.core.area_um2": 8134,
  "worstHoldStart": "b_i[0]",
  "place_congestion": 0.8194,
  "via_per_inst": 2.967,
  "crit_required_ns": 9.60,
  "detailed_place.area_um2": 1886,
  "period_needed_ns": 16.26,
  "drc": 0,
  "crit_start": "a_i[0]",
  "slew_violations": 0,
  "ys_seq_share_pct": 0,
  "ys_area_um2": 918.4,
  "fin_tns_setup_ns": -32.12,
  "min_period_over_period_pct": 135.5,
  "finalSetupViolCount": 14,
  "die_area_um2": 12320,
  "syn_to_final_growth_pct": 98.77,
  "synth.top_cell.area_share_pct": 69.75,
  "grt_usage_pct": 4.982,
  "antenna_found_initial": 0,
  "n_antenna_cell": 0,
  "crit_path_max_incr_delay_ns": 0.40,
  "port_buffers": 98,
  "warning_count": 35,
  "worst_ep_arrival_time_ns": 13.86,
  "max_freq_mhz": 61.52,
  "ys_cells": 74,
  "dp_slack_ns": -5.194,
  "area_leaders": "fa_1 (70%), buf_4 (26%), inv_1 (4.1%)",
  "max_cap_violations": 0,
  "path_common_cell": "fa_2",
  "ys_warn_count": 0,
  "grt_max_degree": 2,
  "postRouteAntennaNets": 0,
  "swShare_pct": 29.36,
  "largest_area_cell": "fa_1",
  "rsz0062_at_grt": "yes",
  "comb_power_share_pct": 100.0,
  "critPathKind": "in -> out",
  "wl_per_cell_um": 12.76,
  "num_rows": 33,
  "drive_gt1_share_pct": 37.14,
  "worst_hold_path_type": "in -> out",
  "globalRouteOverflowTotal": 0,
  "whs_path_depth": 5,
  "nClkBuffers": 0,
  "timing.final.ws_setup_ns": -4.255,
  "fp_util_pct": 11.29,
  "final_util_pct": 22.44,
  "ff_latch_area_um2": 0,
  "power.density_nw_per_um2": 46.59,
  "syn_inst": 74,
  "yosys-top-cells-count": "buf_4 (32), fa_1 (32), inv_1 (10)"
}
==> through the flow <==
stage | hold slack (ns) | cells | power, mW
floorplan | 5.027 | 74 | 0.04717
global placement | 5.866 | 245 | 0.09758
detailed placement | 5.861 | 245 | 0.09753
CTS | 5.559 | 245 | 0.08767
global route | 5.592 | 245 | 0.09788
finish | 5.552 | 245 | 0.08505
==> power by group through the flow <==
stage | Clock (mW) | Sequential (mW) | Combinational, mW
6_report | 0 | 0 | 0.0851
5_1_grt | 0 | 0 | 0.0979
4_1_cts | 0 | 0 | 0.0877
==> worst min-delay path by stage <==
stage	to
final	sum_o[0]
after CTS	sum_o[0]
after global routing	sum_o[0]
==> per-layer routing <==
layer	vias up	wire length (um)	global-route usage, %
met4	0	0	0
met5	-	0	0
met3	0	750	4.488
li1	312	-	-
met1	324	1321	6.487
met2	91	1053	6.329
==> critical path, delay by kind of cell <==
family | cells | cell delay, ns
fa+ha+maj | 32 | 10.76
buf+inv | 6 | 0.69
==> cells in the final DEF (no fill, tap or decap) <==
master            n
buf_2            13
buf_6             2
buf_8             1
clkdlybuf4s15_1   1
clkdlybuf4s50_1  79
dlygate4sd2_1     2
fa_1              1
fa_2             31
inv_1             5
inv_12            1
inv_2             3
inv_6             1
==> area by class of cell <==
class                      instances  area (um2)
inverter                          10       55.05
timing repair buffer              98       920.9
fill                             855        6309
tap                              105       131.4
multi-input combinational         32       718.2
==> what timing repair did <==
action / in CTS / in global routing
gates cloned: 0 / 0
setup endpoints to repair: 17 / 16
pin swaps: 1 / 2
hold endpoints to repair: 0 / 0
resized: 61 / 2
==> cells by family after synthesis <==
family	after synthesis	synth area share, %
buffers and inverters	42	30.25
adder cells (fa/ha/maj)	32	69.75
No activity file was given, so power comes from the tool's default toggle rates.
